**flow/run.sh**
```bash
#!/bin/bash
# OpenROAD 26Q1-2900-gdf79404cd8, Yosys 0.63+post, stock flow scripts
make -C /OpenROAD-flow-scripts/flow DESIGN_CONFIG=/design/flow/config.mk WORK_HOME=/design/flow/orfs finish
```
**flow/design.v**
```verilog
module DisplayDecoder(
    input [3:0] number,      
    output reg [9:0] d       
);
    always @(*) begin
        case (number)
            4'b0000: d = 10'b0000000011;  
            4'b0001: d = 10'b1001111111;  
            4'b0010: d = 10'b0010010100;  
            4'b0011: d = 10'b0000110100;  
            4'b0100: d = 10'b1001100100;  
            4'b0101: d = 10'b0100100100;  
            4'b0110: d = 10'b0100000100;  
            4'b0111: d = 10'b0001111111;  
            4'b1000: d = 10'b0000000100;  
            4'b1001: d = 10'b0000100100;  
            4'b1010: d = 10'b0001000100;  
            4'b1011: d = 10'b1100000100;  
            4'b1100: d = 10'b0110001110;  
            4'b1101: d = 10'b1000010100;  
            4'b1110: d = 10'b0110000100;  
            4'b1111: d = 10'b0111000100;  
            default: d = 10'b1111111111;  
        endcase
    end
endmodule
```
**flow/constraint.sdc**
```tcl
current_design DisplayDecoder

set clk_period 1.3
set clk_io_pct 0.2

create_clock -name clk0 -period $clk_period

set non_clock_inputs [all_inputs -no_clocks]
set_input_delay [expr $clk_period * $clk_io_pct] -clock clk0 $non_clock_inputs
set_output_delay [expr $clk_period * $clk_io_pct] -clock clk0 [all_outputs]
```
**flow/config.mk**
```make
export PLATFORM = sky130hd
export DESIGN_NAME = DisplayDecoder
export DESIGN_NICKNAME = DisplayDecoder
export VERILOG_FILES = /design/flow/design.v
export SDC_FILE = /design/flow/constraint.sdc
export NUM_CORES = 4
export LEC_CHECK = 1
export CORE_AREA = 10 10 70 70
export DIE_AREA = 0 0 80 80
```
==> tab_implementation.tex <==
% Synthesis and place-and-route results
\begin{tabular}{lr}
\hline
Metric & Value \\
\hline
\multicolumn{2}{l}{\textbf{Power}} \\
\quad Max VDD drop & around 0.044 mV \\
\quad Cell-internal power & approximately 130 uW \\
\quad Relative contribution of combinational cells to total power & $\sim$100\% \\
\quad Power density normalized to cell area & 288 mW/mm\^{}2 \\
\quad Clock network fraction of total power & 0\% \\
\quad Sequential Power Share & 0\% \\
\quad Switching share of power & 40.9\% \\
\quad P\_sw & 93.2 uW \\
\quad Design Power & between 200 and 250 uW \\
\quad Leakage & about 0.36 nW \\
\multicolumn{2}{l}{\textbf{Die}} \\
\quad Die Wd & 80 um \\
\quad FP Util & 9.12\% \\
\quad Die area & 0.00640 mm\^{}2 \\
\quad Core area & 0.00342 mm\^{}2 \\
\quad Row cnt & 21 \\
\quad Vertical extent of the die & 80 um \\
\quad Top-Level Pins & 14 \\
\multicolumn{2}{l}{\textbf{Detailed routing}} \\
\quad Total inserted antenna cells & 0 \\
\quad Average vias per placed instance & 3.41 \\
\quad Total DRC errors in the routed layout & 0 \\
\quad WL/cell & $\sim$10 um \\
\quad Via count & 409 \\
\quad DRC marker count from the first detailed-route iteration & 17 \\
\quad Post-route antenna net violation count & 0 \\
\quad Drt first pass iters & 2 \\
\quad Drt total wl & 1.21 mm \\
\multicolumn{2}{l}{\textbf{Synthesis}} \\
\quad Number of cells in the yosys synthesis report & 40 \\
\quad Post-Synthesis Mean Instance Area & 7.79 um\^{}2 \\
\quad Sequential fraction of the synthesis area & 0\% \\
\quad Summed instance area of the synthesized netlist & 312 um\^{}2 \\
\quad Area of the synthesized netlist per yosys stat & between 300 and 400 um\^{}2 \\
\quad Netlist cell types & 16 \\
\quad Mapped Cells & about 40 \\
\quad Ys Warns & 1 \\
\multicolumn{2}{l}{\textbf{Final timing}} \\
\quad Relative slew slack & 88.0\% \\
\quad Setup TNS & -0.731 ns \\
\quad Tcrit/Tclk final & 115\% \\
\quad Final setup slack of the worst path & -0.195 ns \\
\quad Setup violations, final & 8 \\
\quad Number of slew-limit violations in the final report & 0 \\
\quad Hold Vio Cnt, Final & 0 \\
\quad Setup repair after global routing missed its margin & true \\
\quad Post-route minimum period & about 1.5 ns \\
\quad Measured slew at the worst slew-check pin & 0.179 ns \\
\quad Highest clock frequency the design can meet & 669 MHz \\
\multicolumn{2}{l}{\textbf{Clock tree}} \\
\quad Cts hold-fix bufs & 0 \\
\multicolumn{2}{l}{\textbf{Global routing}} \\
\quad Antenna violations before repair & 0 \\
\quad Largest net degree at the start of global routing & 8 \\
\quad Congestion Overflow GR & 0 \\
\quad Global-route wire length before repair & 2.08 mm \\
\quad Via count of the first global-routing pass & between 400 and 500 \\
\quad GRT Overall Usage & 3.82\% \\
\multicolumn{2}{l}{\textbf{Flow run}} \\
\quad Number of OpenROAD warnings & 40 \\
\quad Max capacitance violation total & 0 \\
\multicolumn{2}{l}{\textbf{Worst setup path}} \\
\quad Buffering stage count on the worst path with inverters included & 3 \\
\quad Slowest cell on the critical path & sky130\_fd\_sc\_hd\_\_mux4\_2 \\
\quad Critical Path AT & 1.24 ns \\
\quad Kind of capture point of the worst setup path & output pin \\
\quad Maximum fanout along the worst path & 4 \\
\quad Cell type group with the largest total delay on the critical path & multiplexers \\
\quad Critical path cell sequence & buf\_8, buf\_6, ha\_4, mux4\_2, buf\_2 \\
\quad Required @ worst endpoint & about 1.0 ns \\
\quad Kind of start point of the critical path & input port \\
\quad CP max stage delay & 0.46 ns \\
\quad Crit path kind & in -> out \\
\multicolumn{2}{l}{\textbf{Finish}} \\
\quad Count of fill cells added during filler insertion & around 350 \\
\quad Flip-flops & 0 \\
\quad Area grow syn2layout & 153\% \\
\quad Layout clock buffer count & 0 \\
\quad Fraction of final layout cells with drive strength greater than 1 & about 74\% \\
\quad Footprint of the flip-flops and latches & 0 um\^{}2 \\
\multicolumn{2}{l}{\textbf{Run status}} \\
\quad Violated checks & setup timing \\
\quad Run status & finished with violations \\
\multicolumn{2}{l}{\textbf{Place}} \\
\quad Number of port buffers & 14 \\
\quad RD Place Congestion & roughly 0.8 \\
\quad Hpwl dp & 750 um \\
\multicolumn{2}{l}{\textbf{Worst hold path}} \\
\quad Path category of the worst min-delay check & in -> out \\
\hline
\end{tabular}
## per-layer routing
layer | global-route usage, % | part of all wire (%)
met2 | 6.74 | 51
met5 | 0 | 0
met4 | 0 | 0
met1 | 4.57 | 39
met3 | 1.36 | 10
## cells by family after synthesis
kind of cell               Yosys count  share of synthesized area, %
muxes                                7                          26.9
and+or+nand+nor                     13                          17.3
buffers and inverters                6                          13.2
AOI/OAI and AO/OA                    7                          14.5
adders and majority gates            7                          28.1
## synth_stat cells
library cell               n  area [um^2]
sky130_fd_sc_hd__clkbuf_8  1         13.8
sky130_fd_sc_hd__a21oi_1   2         10.0
sky130_fd_sc_hd__o21ai_0   2         10.0
sky130_fd_sc_hd__mux4_2    1         22.5
sky130_fd_sc_hd__o211ai_1  1         7.51
sky130_fd_sc_hd__a32o_1    1         10.0
sky130_fd_sc_hd__inv_1     3         11.3
sky130_fd_sc_hd__o31ai_1   1         7.51
sky130_fd_sc_hd__mux2i_1   5         50.1
sky130_fd_sc_hd__nor2_1    6         22.5
sky130_fd_sc_hd__buf_2     1         5.00
sky130_fd_sc_hd__nand2b_1  2         12.5
sky130_fd_sc_hd__ha_1      7         87.6
sky130_fd_sc_hd__nand2_1   5         18.8
sky130_fd_sc_hd__buf_6     1         11.3
sky130_fd_sc_hd__mux2_2    1         11.3
## layout make-up
cell class	count	area (um^2)	share of cell area, %
inverters	3	18.8	2.38
multi-input cells	34	398	50.4
well taps	46	57.6	7.29
repair buffers	37	315	39.9
## path summary, 6_finish.rpt
kind,slack (ns),start,to,cells after the start
worst min-delay path,0.95,number[2],d[4],4
worst max-delay path,-0.20,number[1],d[6],5
## repair_timing
action | CTS | global route
cloned | 1 | 0
pin swaps | 12 | 8
buffers inserted | 9 | 2
setup endpoints to repair | 10 | 10
resized | 90 | 5
## stage by stage
step / hold slack, ns / cells / util [%] / instance area [um^2] / worst slack [ns]
after global placement: 1.63 / 108 / 16.4 / 562 / -0.966
after global routing: 0.973 / 120 / 23.1 / 790 / -0.220
after floorplan: 0.554 / 40 / - / 312 / 0.0100
after detailed placement: 1.62 / 108 / 16.4 / 562 / -0.976
final: 0.954 / 120 / 23.1 / 790 / -0.195
after CTS: 0.999 / 118 / 22.2 / 759 / -0.190
## power by group through the flow
stage | logic, mW | registers (mW) | clock network (mW)
after CTS | 0.215 | 0 | 0
after global routing | 0.251 | 0 | 0
final | 0.228 | 0 | 0
## cell usage in the layout (no fill, tap or decap), drive strengths merged
master | Yosys | layout
a21oi | 2 | 2
a32o | 1 | 1
buf | 2 | 36
o31ai | 1 | 1
o211ai | 1 | 1
mux2i | 5 | 5
dlygate4sd2 | 0 | 1
o21ai | 2 | 2
nand2b | 2 | 2
nor2 | 6 | 6
nand2 | 5 | 5
ha | 7 | 7
inv | 3 | 3
mux2 | 1 | 1
mux4 | 1 | 1
Power figures rest on the tool's default switching activity, not on a simulated workload.
