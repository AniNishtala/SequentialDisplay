**design.v**
```verilog
module DisplayDecoder2sComplement(
    input [3:0] number,      
    output reg [9:0] d       
);
    always @(*) begin
        case (number)
            4'b0000: d = 10'b0000111111;  
            4'b0001: d = 10'b0000000110;  
            4'b0010: d = 10'b0001011011;  
            4'b0011: d = 10'b0001001111;  
            4'b0100: d = 10'b0001100110;  
            4'b0101: d = 10'b0001101101;  
            4'b0110: d = 10'b0001111101;  
            4'b0111: d = 10'b0000000111;  
            4'b1000: d = 10'b1001111111;  
            4'b1001: d = 10'b1000000111;  
            4'b1010: d = 10'b1001011111;  
            4'b1011: d = 10'b1001111010;  
            4'b1100: d = 10'b1001100110;  
            4'b1101: d = 10'b1001001111;  
            4'b1110: d = 10'b1001011011;  
            4'b1111: d = 10'b1000110111;  
            default: d = 10'b1111111111;  
        endcase
    end
endmodule
```
**run.sh**
```bash
#!/bin/bash
# OpenROAD 26Q1-2900-gdf79404cd8, Yosys 0.63+post, stock flow scripts
make -C /OpenROAD-flow-scripts/flow DESIGN_CONFIG=/design/flow/config.mk WORK_HOME=/design/flow/orfs finish
```
**config.mk**
```make
export PLATFORM = sky130hd
export DESIGN_NAME = DisplayDecoder2sComplement
export DESIGN_NICKNAME = DisplayDecoder2sComplement
export VERILOG_FILES = /design/flow/design.v
export SDC_FILE = /design/flow/constraint.sdc
export NUM_CORES = 4
export LEC_CHECK = 1
export CORE_AREA = 10 10 70 70
export DIE_AREA = 0 0 80 80
```
**constraint.sdc**
```tcl
current_design DisplayDecoder2sComplement

set clk_period 1.0
set clk_io_pct 0.2

create_clock -name clk0 -period $clk_period

set non_clock_inputs [all_inputs -no_clocks]
set_input_delay [expr $clk_period * $clk_io_pct] -clock clk0 $non_clock_inputs
set_output_delay [expr $clk_period * $clk_io_pct] -clock clk0 [all_outputs]
```
==> out/metrics.yaml <==
rsz0062_at_grt: "yes"
ioPinCount: 14
ys_types: 17
dieArea_um2: 6400
crit_family: "buffers and inverters"
avgSynthCellArea_um2: 7.72
post-route-util: 0.160
fmax_mhz: 793
final-setup-viol-count: 6
avgRoutedWirePerCell_um: 8.74
worstPathArrival_ps: 1060
post-route-drc-count: 0
grt_pass1_wl_mm: 1.38
diodes: 0
drtIter0Drc: 4
grt_overflow: 0
ys_top_cells_by_area: "ha_1, mux2i_1, buf_4"
hold_violations: 0
cp_slowest_cell: "mux2_4"
yosysTopAreaCell: "ha_1"
seq_cells: 0
leakage_nw: 0.225
synth.top_cell.area_share: 0.324
n_fill_cell: 378
synth_stat.cells: 35
outcome: "complete, but fails checks"
dp_worst_setup_slack_ps: -1070
worstPathBufferInverterCount: 3
path_class: "input port to output pin"
powerDensity_nw_per_um2: 351
peakVddDrop_mv: 0.0568
slowest_delay_ps: 270
port_buffers: 12
ys_chip_area_um2: 270
maxSlewViolCount: 0
dr.pass1.iters: 2
fin_crit_sh: 1.26
n_clock_buffer: 0
report.power.total_w: 0.000192
postCtsHoldBufs: 0
grt_max_degree: 9
postPlaceCellArea_um2: 453
yosys.cell_count.top_type: "ha_1"
finalWirelength_um: 839
drive_above_1_share: 0.720
num_rows: 21
period_needed_ps: 1260
drv_cap: 0
synth_seq_share: 0
warnings: 40
ys.warnings.count: 1
common_cells: "ha_1, inv_1, mux2i_1"
start_kind: "input port"
violations: "setup timing"
initCoreUtil: 0.0791
fin_ws_ps: -261
synth.cell_area_um2: 270
die_height_um: 80
core_um2: 3420
gp_congestion: 0.706
flop_area_um2: 0
die_w_um: 80
path_cells: "buf_8, buf_6, ha_4, mux2_4, a21oi_2, buf_2"
grt_usage: 0.0245
grt_pass1_vias: 271
drt-vias-per-instance: 2.90
area_growth_pct: 102
antenna_found_initial: 0
finalSetupTns_ps: -1070
hp-class: "input port to output pin"
synth_cells: 35
critical_path.max_fanout: 3
final_area_um2: 547
drtAntennaViolNets: 0
worstPathRequired_ps: 800
vias: 278
logic_area_um2: 307
crit_path_end_kind: "output pin"
[through the flow]
stage / hold WS (ps) / instances
after floorplan: 466 / 36
after global placement: 1440 / 94
after detailed placement: 1420 / 94
after CTS: 765 / 96
after global routing: 791 / 96
final: 773 / 96
[metal layers]
layer | GRT usage | share of wire
met1 | 0.0349 | 0.48
met2 | 0.0377 | 0.41
met3 | 0.00682 | 0.10
met4 | 0 | 0
met5 | 0 | 0
[power by group]
group | internal, W | switching, W
registers | 0 | 0
clock network | 0 | 0
logic | 0.000109 | 0.0000834
[area by class of cell]
class	count	share of cell area
repair buffers	19	0.288
multi-input cells	27	0.561
well taps	46	0.105
inverters	4	0.0458
[worst paths after layout]
kind	end	start	cells after the start
worst max-delay path	d[4]	number[0]	6
worst min-delay path	d[5]	number[3]	4
[placed cells by master, fill, tap and decap left out, types with 2 or more instances in the layout]
cell	instances
a21oi_2	2
buf_2	7
buf_4	3
buf_6	5
buf_8	2
conb_1	2
ha_1	2
ha_4	4
inv_6	2
mux2i_1	3
[timing repair]
item | CTS | global route
gates cloned | 0 | 0
setup buffers | 2 | 0
resized | 63 | 11
pin swaps | 4 | 1
setup endpoints to repair | 8 | 7
[logic make-up after synthesis]
logic type                 after synthesis  synth area share
adders and majority gates                7             0.324
muxes                                    5             0.204
buffers and inverters                    9             0.199
other                                    1            0.0139
and+or+nand+nor                          7             0.125
AOI/OAI and AO/OA                        6             0.134
