File: flow/config.mk
export PLATFORM = sky130hd
export DESIGN_NAME = Mux2to1_10bit
export DESIGN_NICKNAME = Mux2to1_10bit
export VERILOG_FILES = /design/flow/design.v
export SDC_FILE = /design/flow/constraint.sdc
export NUM_CORES = 4
export LEC_CHECK = 1
export CORE_AREA = 10 10 70 70
export DIE_AREA = 0 0 80 80
File: flow/constraint.sdc
current_design Mux2to1_10bit

set clk_period 1.0
set clk_io_pct 0.2

create_clock -name clk0 -period $clk_period

set non_clock_inputs [all_inputs -no_clocks]
set_input_delay [expr $clk_period * $clk_io_pct] -clock clk0 $non_clock_inputs
set_output_delay [expr $clk_period * $clk_io_pct] -clock clk0 [all_outputs]
File: flow/design.v
 module Mux2to1_10bit(
    input [9:0] in0,     
    input [9:0] in1,     
    input sel,           
    output [9:0] out     
);
    assign out = (sel == 1'b0) ? in0 : in1;
endmodule
File: flow/run.sh
#!/bin/bash
# OpenROAD 26Q1-2900-gdf79404cd8, Yosys 0.63+post, stock flow scripts
make -C /OpenROAD-flow-scripts/flow DESIGN_CONFIG=/design/flow/config.mk WORK_HOME=/design/flow/orfs finish
==> GITHUB_STEP_SUMMARY <==
### Flow metrics

| Metric | Value |
|---|---|
| Status | `complete, but fails checks` |
| Failing checks | `negative setup slack` |
| Metal1 wirelength | `about 450 um` |
| Die area | `roughly 6400 sq um` |
| WL final | `about 1000 um` |
| Worst-path maximum fanout | `5` |
| CORE AREA | `between 3000 and 4000 sq um` |
| DR vias/cell | `around 2.5` |
| Number of hold buffers added after cts | `0` |
| Most instantiated logic cells after routing | `dlygate4sd2_1, mux2_4, buf_6, buf_2` |
| Layout cells sized above 1 | `53.5%` |
| Simple Share, Synth | `0%` |
| Worst Max-Slew Pin Slew | `around 61 ps` |
| Final Critical Period | `around 1000 ps` |
| Unique cell types | `2` |
| Die H | `80 um` |
| Max-cap viol count | `0` |
| First-pass GRT wire length | `1.44 mm` |
| Storage cell area | `0 sq um` |
| Yosys xor share | `0%` |
| Row count | `21` |
| Peak Freq | `roughly 0.96 GHz` |
| Fp util | `4.73%` |
| Vias in the first global route | `254` |
| # placed instances | `around 90` |
| WL met3 | `between 150 and 200 um` |
| Crit path arrival time | `between 800 and 900 ps` |
| DR iter-0 viols | `0` |
| Final worst slack | `-45.6 ps` |
| Port Buffers | `31` |
| Most frequent logic cell in the layout | `dlygate4sd2_1` |
| Critical path launch point | `sel` |
| Mapped Area | `between 150 and 200 sq um` |
| DR pass1 iterations | `1` |
| ANT nets after route | `0` |
| Adder-Cell Fraction of Synth Area | `0%` |
| Pre-CTS WS | `-824 ps` |
| Routed len/inst | `11.1 um` |
| Hold_sp | `in0[5]` |
| Layout clock buffer count | `0` |
| Setup bufs post-CTS | `0` |
| Critical path launch point type | `primary input` |
| Pin count of the biggest net entering global routing | `6` |
| Cell Area, Placed | `about 540 sq um` |
| Die Width | `80 um` |
| Cell total in the yosys stat output | `11` |
| Aoi share | `0%` |
| Synth warn | `0` |
| ANT cells | `0` |
| Top non-seq family | `multiplexers` |
| DR vias | `approximately 220` |
| Leak | `between 0.2 and 0.3 nW` |
| Critical Path RT | `~800 ps` |
| Remaining DRCs | `0` |
| Top sig layer | `met3` |
| Critical path capture point type | `output port` |
| Max-slew violation count | `0` |
| HP Class | `in -> out` |
| Post-synth area from yosys stat | `between 150 and 200 sq um` |
| MI comb area | `150 sq um` |
| VDD IR max | `around 0.00013 V` |
| Register area share after synthesis | `0%` |
| # IOs | `31` |
| Post-Layout Cell Count | `89` |
| Metal2 WL | `391 um` |
| RSZ-0062 raised after global routing | `yes` |
| GP Congestion | `slightly above 0.6` |
| Mux share | `approximately 93%` |
| Antenna violations before repair | `0` |
| GR Util All Layers | `under 10%` |
| Design area | `546 sq um` |
| Worst slew margin | `a little over nine tenths` |
| Tool warnings | `34` |
| Grt total ovfl | `0` |
| Crit path kind | `in -> out` |
| Synthesis-to-layout area growth | `238%` |
| Seq cells | `0` |
| Final Hold Viols | `0` |
| PwrDens | `between 300 and 400 nW/um^2` |
| Fin crit share | `105%` |
| Synth Instances | `11` |
| Filler Cell Count | `399` |
| Number of setup violations in the final report | `10` |
| Avg Cell Area, Syn | `around 15 sq um` |
worst paths after layout:
path              endpoint  cells after the start  slack (ps)
setup / recovery    out[7]                      4         -50
hold / removal      out[5]                      3         790
worst max-delay path: stages:
cell and delay, ps:
buf_8 110, buf_12 130, mux2_4 290, buf_6 110
area by class of cell:
cell class	count	area share, %
timing repair buffer	33	61.9
multi-input combinational	10	27.5
tap	46	10.6
synth_stat cells, drive strengths merged:
master,number,area share [%]
mux2,10,93
buf,1,7.0
per-layer routing:
metal | vias to the layer above | GRT usage, %
met5 | - | 0
met4 | 0 | 0
met3 | 0 | 1.59
met2 | 21 | 4.25
met1 | 90 | 3.82
li1 | 108 | -
timing repair:
action                                 4_1_cts  5_1_grt
resized                                     67        1
endpoints found under the hold margin        0        0
setup endpoints to repair                   10       10
gates cloned                                 1        0
power by group:
group          leakage, nW  switching (mW)  internal (mW)
registers                0               0              0
logic                0.273          0.0457          0.157
clock network            0               0              0
total                0.273          0.0457          0.157
stage by stage:
stage          setup TNS (ps)  hold slack (ps)  utilization, %  total power [mW]
6_report                 -403              794            16.0             0.203
5_1_grt                  -574              817            16.0             0.221
4_1_cts                  -482              799            15.8             0.207
3_5_place_dp            -7910             1440            15.8             0.219
3_3_place_gp            -7920             1440            15.8             0.217
2_1_floorplan               0              502               -            0.0598
cells by family (layout without fill, tap and decap cells):
kind of cell	after synthesis	in the layout
buffers and inverters	1	33
multiplexers	10	10
Power is estimated from default activity; no workload was simulated.
